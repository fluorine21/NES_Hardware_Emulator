### flow/config.mk
export PLATFORM = sky130hd
export DESIGN_NAME = interrupt_handler
export DESIGN_NICKNAME = interrupt_handler
export VERILOG_FILES = /design/flow/design.v
export SDC_FILE = /design/flow/constraint.sdc
export NUM_CORES = 4
export LEC_CHECK = 1
export CORE_UTILIZATION = 40
### flow/constraint.sdc
current_design interrupt_handler

set clk_period 8.0
set clk_io_pct 0.2

create_clock -name clk0 -period $clk_period [get_ports {clk}]

set non_clock_inputs [all_inputs -no_clocks]
set_input_delay [expr $clk_period * $clk_io_pct] -clock clk0 $non_clock_inputs
set_output_delay [expr $clk_period * $clk_io_pct] -clock clk0 [all_outputs]
### flow/run.sh
#!/bin/bash
# OpenROAD 26Q1-2900-gdf79404cd8, Yosys 0.63+post, stock flow scripts
make -C /OpenROAD-flow-scripts/flow DESIGN_CONFIG=/design/flow/config.mk WORK_HOME=/design/flow/orfs finish
### flow/design.v
package ie_defs;
localparam [7:0] 
zero = 0, 
a_reg = 1, 
x_reg = 2, 
y_reg = 3, 
mem_load = 4, 
mem_store = 5, 
imm = 6, 
one = 7, 
status_reg = 8,
stack_reg = 9;
localparam [7:0] 
BCC = 8'h04, 
BCS = 8'h05, 
BEQ = 8'h06, 
BMI = 8'h07, 
BNE = 8'h08, 
BPL = 8'h09, 
BVC = 8'h0A, 
BVS = 8'h0B, 
JMP = 8'h1C; 
endpackage
module interrupt_handler
(
	input wire clk,
	input wire rst, 
	output reg [15:0] cpu_addr,
	input wire [7:0] cpu_data_in,
	output reg [7:0] cpu_data_out,
	output reg cpu_write_en,
	input wire break_in,
	input wire [7:0] ppu_status,
	input wire soft_reset_n,
	input wire is_rti,
	input wire start,
	output reg done, 
	output wire accessing_memory,
	input wire [15:0] pc_in,
	input wire [7:0] status_in,
	input wire [7:0] stack_ptr_in,
	output reg [15:0] pc_out,
	output reg [7:0] status_out,
	output reg [7:0] stack_ptr_out,
	output wire ie_dis,
	input wire halt,
	input wire nIRQ,
	input wire [7:0] ppu_ctrl1
);
reg [7:0] state;
localparam [7:0] state_idle = 0,
				 state_handle_1 = 1,
				 state_handle_2 = 2,
				 state_handle_3 = 3,
				 state_handle_4 = 4,
				 state_return_1 = 5,
				 state_return_2 = 6,
				 state_return_3 = 7,
				 state_return_4 = 8,
				 state_wait_1 = 9,
				 state_wait_rst = 10;
wire break_disable;
assign break_disable = status_in[2];
wire break_flag = break_in;
reg [7:0] addr_low; 
reg interrupt_disable; 
assign ie_dis = interrupt_disable;
reg [15:0] cpu_addr_next; 
assign accessing_memory = (state != state_idle);
task reset_regs();
begin
	state <= state_idle;
	addr_low = 0;
	interrupt_disable = 0;
	cpu_addr_next = 0;
	cpu_addr <= 0;
	cpu_data_out = 0;
	pc_out <= 0;
	stack_ptr_out <= 0;
	status_out <= 0;
	cpu_write_en <= 0;
	done <= 0;
end
endtask
always @ (posedge clk or negedge rst) begin
	if(!rst) begin
		reset_regs();
	end
	else if(!halt) begin
		case(state)		
			state_idle: begin
				cpu_write_en <= 0;
				cpu_addr_next <= 0;
				if(start) begin
					pc_out <= pc_in;
					status_out <= status_in;
					stack_ptr_out <= stack_ptr_in;
					state <= state_idle;
					if(interrupt_disable) begin
						if(is_rti) begin
							interrupt_disable <= 0;
							state <= state_return_1;
							cpu_addr <= 16'h0100 | ((stack_ptr_in+1) & 8'hFF);
						end
						else begin
							done <= 1;
						end
					end	
					else if(!soft_reset_n) begin
						cpu_addr <= 16'hFFFC;
						cpu_addr_next <= 16'hFFFD;
						state <= state_wait_rst;
					end
					else if(ppu_status[7] && ppu_ctrl1[7])begin
						cpu_addr <= 16'hFFFA;
						cpu_addr_next <= 16'hFFFB;
						state <= state_handle_1;
					end
					else if(break_flag || (!nIRQ && !break_disable)) begin
						cpu_addr <= 16'hFFFE;
						cpu_addr_next <= 16'hFFFF;
						state <= state_handle_1;
					end
					else begin
						done <= 1;
					end
				end
				else begin
					done <= 0;
				end
			end
			state_handle_1: begin
				cpu_addr <= cpu_addr_next;
				if(cpu_addr_next != 16'hFFFD) begin
					interrupt_disable <= 1;
				end
				state <= state_handle_2;
			end
			state_handle_2: begin
				addr_low <= cpu_data_in;
				cpu_addr <= {8'h01, stack_ptr_in};
				cpu_data_out <= pc_in[15:8];
				cpu_write_en <= 1;
				state <= state_handle_3;
			end
			state_handle_3: begin
				pc_out = {cpu_data_in, addr_low};
				cpu_addr <= 16'h0100 | ((stack_ptr_in-1) & 8'hFF);
				cpu_data_out <= pc_in[7:0];
				state <= state_handle_4;
			end
			state_handle_4: begin
				state <= state_wait_1;
				cpu_addr <= 16'h0100 | ((stack_ptr_in-2) & 8'hFF);
				if(break_in) begin
					cpu_data_out <= status_in | 8'b00110000;
					status_out <= status_in | 8'b00000100;
				end
				else begin
					cpu_data_out <= {status_in[7:6], 2'b10, (status_in[3:0])};
					status_out <= {status_in[7:6], 2'b00, (status_in[3:0] | 4'h4)};
				end
				stack_ptr_out <= stack_ptr_in - 3;
			end
			state_return_1: begin
				cpu_addr <= 16'h0100 | ((stack_ptr_in+2) & 8'hFF);
				state <= state_return_2;
			end
			state_return_2: begin
				status_out <= cpu_data_in & 8'b11001111;
				cpu_addr <= 16'h0100 | ((stack_ptr_in+3) & 8'hFF);
				stack_ptr_out <= stack_ptr_in + 3;
				interrupt_disable <= 0;
				state <= state_return_3;
			end
			state_return_3: begin
				pc_out[7:0] <= cpu_data_in;
				state <= state_return_4;
			end
			state_return_4: begin
				pc_out[15:8] <= cpu_data_in;
				state <= state_wait_1;
			end
			state_wait_1: begin
				cpu_write_en <= 0;
				done <= 1;
				state <= state_idle;
			end
			state_wait_rst: begin
				if(soft_reset_n) begin
					state <= state_handle_1;
				end
			end
			default: begin
				reset_regs();
			end
		endcase
	end
end
endmodule
==> out/metrics.yaml <==
status:
  status: "finished, final reports clean"
grt:
  grt_max_degree: 47
  grt_util_all_layers_pct: 25.6
  overflow: 0
  grt_pass1_vias: 4370
  grt_antenna_before_repair: 0
  grt_pass1_wl_mm: 23.0
logic_synthesis:
  yosys_area_sq_um: 4670
  yosysUniqueCellTypes: 68
  ys_warn_count: 1
  syn-mean-instance-area_sq_um: 8.19
  top_area_cell: "dfrtp_1"
  ys_cells: 570
  synth_top_area_share_pct: 36.5
  syn_area_sq_um: 4670
  ys.flops: 68
  synth_seq_share_pct: 36.5
  edf_count: 0
  synth_cells: 570
  async_flop_share_pct: 100
  ff_type: "dfrtp_1"
  top_cells_by_area: "dfrtp_1 36%, nand2_1 7.6%, o21ai_0 6.8%"
hold_path:
  hp-class: "register to register"
  hp-start: "cpu_data_out[4]"
timing:
  max_slew.worst_pin.slew_ps: 898
  final.setup.tns_ps: 0
  rsz0062_at_grt: "no"
  final.period_utilization_pct: 50.6
  hold_viol: 0
  fin_worst_skew_ps: 8.01
  layout_min_cycle_time_ps: 4050
  fmax_ghz: 0.247
  finalSetupViolations: 0
  timing.max_slew.rel_slack_pct: 39.8
  slew_violations: 0
  hold_ws_ps: 477
clock_tree:
  post_cts_buffers: 0
  cts_root_buf: "clkbuf_16"
  cts_buffer_depth: 2
  path_clk_slew_ps: 60
  holdBufCountCts: 0
  cts_tree: "built"
  htree_levels: 3
  cts_resized: 0
  cts-buffers-inserted: 9
  clk_latency_ps: 330
  cts_sinks: 68
floorplanning:
  core-area_sq_um: 11400
  rows: 39
  die_area_sq_um: 12100
  pin_count: 124
  fp_util_pct: 41.0
  die_x_um: 110
  die_height_um: 110
flow_run:
  tool_warnings: 41
  drv_cap: 0
setup_path:
  critPathArrivalTime_ps: 2450
  cp_cell_sequence: "buf_4 -> or2_1 -> nor2_8 -> inv_4 -> clkdlybuf4s50_1"
  worstSetupStartpointType: "register"
  slowest_stage: "or2_1"
  cp_num_buf_inv: 3
  worstPathRequired_ps: 6400
  critPathKind: "register to output port"
  cpLargestDelayFamily: "buffers and inverters"
  cp_slowest_stage_delay_ps: 460
  crit_path_end_kind: "output port"
  setup.worst_path.start: "state[3]"
  path_max_fanout: 34
  r2r_slack_ps: 4600
  reg2reg_from: "state[2]"
routing:
  drt-total-wl_mm: 14.8
  drtAntennaViolNets: 0
  wl_per_cell_um: 18.6
  routed-via-count: 4766
  drt-initial-drc-count: 396
  dr.pass1.iters: 5
  antenna-diode-count: 0
  avgViaCountPerCell: 5.98
  drc_errors: 0
place:
  port_buffers: 109
  place_congestion: 0.908
  hpwl_mm: 10.7
  placed_cell_area_sq_um: 5730
pwr:
  p_per_area_nw_per_um2: 348
  leakagePower_uw: 0.00241
  irDropWorstVdd_v: 0.000156
  p_total_uw: 2120
layout:
  mostFrequentLayoutCells: "108 x clkdlybuf4s50_1, 94 x nand2_1, 68 x dfrtp_1, 63 x o21ai_0, 39 x nor2_1"
  drive_gt1_share_pct: 6.12
  final_area_sq_um: 6090
  layout_top_cell: "clkdlybuf4s50_1"
  synthToLayoutAreaGrowth_pct: 30.5
  fin_util_pct: 53.6
synthesized netlist by cell type, types with 8 or more instances:
cell	instances
buf_4	9
buf_2	17
o21ai_0	63
a31oi_1	15
nand3_1	10
dfrtp_1	68
nor3_1	22
inv_1	10
nand2_1	94
clkbuf_1	16
ha_1	8
a21oi_1	29
a22o_1	12
xnor2_1	11
nor2_1	39
a22oi_1	25
a21o_1	9
state kept, by name, summed over array words and instances, names as in the netlist, 3 cells and up:
name / count
addr_low: 8
cpu_addr: 10
cpu_addr_next: 3
cpu_data_out: 8
pc_out: 16
stack_ptr_out: 8
state: 4
status_out: 8
area by class of cell:
class                      count  area (sq um)
timing repair buffer         116          1140
inverter                      12          47.5
multi-input combinational    442          2660
clock inverter                 6           136
fill                        1028          5280
tap                          143           179
clock buffer                  10           229
sequential                    68          1700
stage by stage:
step | std cells | setup WS [ps]
floorplan | 570 | 4560
global placement | 781 | 3750
detailed placement | 781 | 3760
CTS | 797 | 3970
global route | 797 | 3830
finish | 797 | 3950
layer usage:
| layer | GRT usage, % | part of all wire [%] | vias to the layer above |
|---|---|---|---|
| met3 | 3.18 | 5.7 | 26 |
| met2 | 41.4 | 49 | 181 |
| met5 | 0 | 0 | - |
| met4 | 6.86 | 2.8 | 0 |
| met1 | 37.2 | 43 | 2314 |
| li1 | - | - | 2245 |
final timing paths:
| path | endpoint | cells after the start |
|---|---|---|
| min in group asynchronous | addr_low[2] | 1 |
| min | cpu_data_out[4] | 1 |
| max in group asynchronous | stack_ptr_out[2] | 2 |
| max | accessing_memory | 5 |
| max reg2reg | cpu_addr[6] | 11 |
| min reg2reg | cpu_data_out[4] | 1 |
logic make-up after synthesis:
| logic type | count (synthesis) | share of synthesized area (%) |
|---|---|---|
| adder cells (fa/ha/maj) | 9 | 2.57 |
| XOR/XNOR | 18 | 3.38 |
| multiplexers | 7 | 1.64 |
| flip-flops | 68 | 36.5 |
| buffers and inverters | 60 | 6.54 |
| AND-OR/OR-AND | 208 | 29.3 |
| AND/OR/NAND/NOR | 200 | 20.1 |
power by group:
part	total (uW)	internal (uW)	switching (uW)
sequential	538	469	69.5
clock	490	337	153
combinational	1090	475	615
Power is estimated from default activity; no workload was simulated.
